File: design/flow/design.v
`timescale 1ns / 1ps
module adder_2bits_non_delay(
	input Cin,
	input A,
	input B,
	input select,
	output Sum,
	output Cout
    );
	wire b_result;
	xor import_select (b_result, B, select);
	full_adder_non_delay
		add_2_bit (Cin, A, b_result, Sum, Cout);
endmodule
`timescale 1ns / 1ps
module adder_4bits_non_delay(
	input [3:0] A,
	input [3:0] B,
	input select,
	output [3:0] sum,
	output carry_out
    );
	wire co0, co1, co2;
	 adder_2bits_non_delay
			bits_0 (select, A[0], B[0], select, sum[0], co0),
			bits_1 (co0, A[1], B[1], select, sum[1], co1),
			bits_2 (co1, A[2], B[2], select, sum[2], co2),
			bits_3 (co2, A[3], B[3], select, sum[3], carry_out);
endmodule
`timescale 1ns / 1ps
module full_adder_non_delay(
	input Cin,
	input A,
	input B,
	output S,
	output Cout
    );
	wire ABsum;
	xor
		sumation(ABsum, A, B),
		sum_result(S, ABsum, Cin);
	wire ABand, Cresult;
	and 
		ab (ABand, A, B),
		cinresult (Cresult, ABsum, Cin);
	or coutresult (Cout, ABand, Cresult);
endmodule
File: design/flow/config.mk
export PLATFORM = sky130hd
export DESIGN_NAME = adder_4bits_non_delay
export DESIGN_NICKNAME = adder_4bits_non_delay
export VERILOG_FILES = /design/flow/design.v
export SDC_FILE = /design/flow/constraint.sdc
export NUM_CORES = 4
export LEC_CHECK = 1
export CORE_AREA = 10 10 70 70
export DIE_AREA = 0 0 80 80
File: design/flow/run.sh
#!/bin/bash
# OpenROAD 26Q1-2900-gdf79404cd8, Yosys 0.63+post, stock flow scripts
make -C /OpenROAD-flow-scripts/flow DESIGN_CONFIG=/design/flow/config.mk WORK_HOME=/design/flow/orfs finish
File: design/flow/constraint.sdc
current_design adder_4bits_non_delay

set clk_period 4.8
set clk_io_pct 0.2

create_clock -name clk0 -period $clk_period

set non_clock_inputs [all_inputs -no_clocks]
set_input_delay [expr $clk_period * $clk_io_pct] -clock clk0 $non_clock_inputs
set_output_delay [expr $clk_period * $clk_io_pct] -clock clk0 [all_outputs]
==> flow_metrics.tcl <==
# yosys + openroad results
set metrics [dict create \
    final_max_slew_violation_tally 0 \
    yosys-top-cells-area "fa_1 39%, buf_4 20%, inv_1 12%, xnor2_1 11%, xor2_1 11%" \
    largest_net_degree_at_the_start_of_global_routing 5 \
    pwr-share-comb_pct 100.0 \
    route.vias.total 127 \
    routabilityCongestion 0.677 \
    power_leakage_nw 0.122 \
    post_detailed_route_count_of_antenna_violating_nets 0 \
    outcome "complete, no violations" \
    holdCritStartpoint "A[0]" \
    fin_crit_sh_pct 90.9 \
    final_cell_area_sq_um 322 \
    maxClockFrequency_mhz 229 \
    synth.yosys.chip_area_sq_um 154 \
    worst_slew_pin_slew_ns 0.220 \
    fin_tns_setup_ns 0 \
    dr_vias_cell 1.74 \
    first_global_vias 147 \
    synth_top_cell_by_area "fa_1" \
    clock_buffer_count 0 \
    hold_viol 0 \
    start_kind "input pin" \
    power_frac_clock_pct 0 \
    synthToLayoutAreaGrowth_pct 109 \
    required_ns 3.84 \
    row_count 21 \
    top_cell_area_share_pct 39.0 \
    seqCellArea_sq_um 0 \
    hold_path.class "input pin to output pin" \
    fin_crit_ns 4.36 \
    warnings 32 \
    synth.lib_cells_used.distinct 6 \
    whs_endpoint "sum[0]" \
    sequential_cell_total 0 \
    yosys_warnings 0 \
    yosys.stat.seqShare_pct 0 \
    routed_wl_um 495 \
    synthesis.instances 17 \
    grt_use_total_pct 1.55 \
    holdBufCountCts 0 \
    starting_utilization_of_the_core_area_pct 4.51 \
    post-layout-total-power_mw 0.0386 \
    timing.final.setup_violations 0 \
    switching_power_mw 0.0120 \
    fraction_of_the_core_area_covered_by_cells_at_the_end_of_the_flow_pct 9.41 \
    worst_vdd_drop_uv 40.9 \
    dpl.cell_count 73 \
    fp.dieW_um 80 \
    rsz0062_at_grt "no" \
    core_region_area_sq_um 3420 \
    path_max_fanout 4 \
    timing.critical_path.arrival_ns 3.40 \
    globalRouteOverflowTotal 0 \
    worstSetupStartpoint "select" \
    drive_above_1_share_pct 0 \
    antennaDiodeCount 0 \
    wire_length_of_the_first_global_routing_pass_um 772 \
    power.density_cell_area_nw_per_um2 120 \
    final_cell_count_no_fill 73 \
    holdPathStages 3 \
    fill_cells 411 \
    die_area_sq_um 6400 \
    placement.cell_area_sq_um 322 \
    synth-cells-yosys 17 \
    power_report.internal_total_mw 0.0266 \
    fp.dieH_um 80 \
    cts_setup_buffers 0 \
    syn-mean-instance-area_sq_um 9.05 \
    worstSetupEndpointType "output pin" \
    route.detailed.wl_per_inst_um 6.78 \
    critical_path_class "input pin to output pin" \
    antenna_found_initial 0 \
    firstDrtPassIters 1 \
    timing.max_cap.violations 0 \
    syn_area_sq_um 154 \
    ios 14 \
    p_sw_share_pct 31.0 \
    timing.slew.headroom_pct 85.3 \
    drc_errors 0 \
    portBuffers 14 \
    drt-initial-drc-count 0 \
    post_cts_resized 0 \
    power_frac_seq_pct 0 \
]
[worst max-delay path by stage]
stage,endpoint,slack (ns),cells after the start
CTS,sum[3],0.41,7
global route,sum[3],0.33,7
finish,sum[3],0.44,7
[metal layers]
metal | vias up | part of all wire (%) | global-route usage, % | routed length [um]
li1 | 63 | - | - | -
met1 | 51 | 56 | 2.73 | 275
met2 | 13 | 18 | 0.963 | 87
met3 | 0 | 27 | 1.59 | 132
met4 | 0 | 0 | 0 | 0
met5 | - | 0 | 0 | 0
[power by group through the flow]
stage | logic (mW) | clock network, mW | registers, mW
final | 0.0386 | 0 | 0
after CTS | 0.0398 | 0 | 0
after global routing | 0.0438 | 0 | 0
[worst max-delay path, cell delays in order]
cell	delay (ns)
clkdlybuf4s50_1	0.58
xnor2_1	0.13
fa_1	0.42
fa_1	0.36
inv_1	0.07
fa_1	0.41
clkdlybuf4s50_1	0.46
[cells by family after synthesis]
logic type	after synthesis	synth area share [%]
fa+ha+maj	3	39.0
xor+xnor	4	22.8
mux	1	6.50
buf+inv	9	31.7
[cells in the mapped netlist]
library cell,instances
inv_1,5
buf_4,4
fa_1,3
xnor2_1,2
mux2i_1,1
xor2_1,2
[metrics by stage]
step / worst slack, ns / hold slack [ns]
final: 0.439 / 2.89
after global routing: 0.329 / 2.92
after CTS: 0.407 / 2.90
after detailed placement: 0.409 / 2.90
after global placement: 0.443 / 2.90
after floorplan: 1.41 / 2.03
[final cells by class]
class,instances,area [sq um],area share (%)
multi-input combinational,8,105,32.7
timing repair buffer,14,140,43.6
inverter,5,18.8,5.84
tap,46,57.6,17.9
[cells in the final DEF, fill, tap and decap left out]
cell type and instances:
xor2_1 2, xnor2_1 2, inv_1 5, fa_1 3, clkdlybuf4s50_1 14, mux2i_1 1
Power is estimated from default activity; no workload was simulated.
