==> /design/flow/design.v <==
`timescale 1ns / 1ns
module Comparator_3_bits(
	input [2:0] A,
	input [2:0] B,
	input l,
	input e,
	input g,
	output lt,
	output eq,
	output gt
    );
	wire pre_eq, pre_lt, pre_gt;
	wire [2:0] xnors;
	xnor
		x0 (xnors[0], A[0], B[0]),
		x1 (xnors[1], A[1], B[1]),
		x2 (xnors[2], A[2], B[2]);
	and equal (pre_eq, xnors[0], xnors[1], xnors[2]);
	wire [2:0] bnot;
	not 
		n0 (bnot[0], B[0]),
		n1 (bnot[1], B[1]),
		n2 (bnot[2], B[2]);
	wire [2:0] a_gt_b;
	and
		a2 (a_gt_b[2], A[2], bnot[2]),
		a0 (a_gt_b[1], A[1], bnot[1], xnors[2]),
		a1 (a_gt_b[0], A[0], bnot[0], xnors[2], xnors[1]);
	or agtb (pre_gt, a_gt_b[0], a_gt_b[1], a_gt_b[2]);
	nor altb (pre_lt, pre_eq, pre_gt);
	mux_2_1
		equality (pre_eq, e, pre_eq, eq),
		greaterthan (pre_gt, g, pre_eq, gt),
		lessthan (pre_lt, l, pre_eq, lt);
endmodule
`timescale 1ns / 1ps
module Comparator_8_bits(
	input [7:0] A,
	input [7:0] B,
	input l,
	input e,
	input g,
	output lt,
	output gt,
	output eq
    );
	 wire [2:0] extra_A, extra_B;
	 assign extra_A = { A[7], A[7:6] };
	 assign extra_B = { B[7], B[7:6] };
	 wire [2:0] c1, c2;
	 Comparator_3_bits
		first_3_bits (A[2:0], B[2:0], l, e, g, c1[2], c1[1], c1[0]),
		second_3_bits (A[5:3], B[5:3], c1[2], c1[1], c1[0], c2[2], c2[1], c2[0]),
		final_3_bits (extra_A, extra_B, c2[2], c2[1], c2[0], lt, eq, gt);
endmodule
`timescale 1ns / 1ps
module mux_2_1(
	input I1,
	input I2,
	input C,
	output O
    );
	 wire CP, res1, res2;
	 not cprime (CP, C);
	 and
		and1 (res1, I1, CP),
		and2 (res2, I2, C);
	 or output_result (O, res1, res2);
endmodule
==> /design/flow/run.sh <==
#!/bin/bash
# OpenROAD 26Q1-2900-gdf79404cd8, Yosys 0.63+post, stock flow scripts
make -C /OpenROAD-flow-scripts/flow DESIGN_CONFIG=/design/flow/config.mk WORK_HOME=/design/flow/orfs finish
==> /design/flow/config.mk <==
export PLATFORM = sky130hd
export DESIGN_NAME = Comparator_8_bits
export DESIGN_NICKNAME = Comparator_8_bits
export VERILOG_FILES = /design/flow/design.v
export SDC_FILE = /design/flow/constraint.sdc
export NUM_CORES = 4
export LEC_CHECK = 1
export CORE_AREA = 10 10 70 70
export DIE_AREA = 0 0 80 80
==> /design/flow/constraint.sdc <==
current_design Comparator_8_bits

set clk_period 3.3
set clk_io_pct 0.2

create_clock -name clk0 -period $clk_period

set non_clock_inputs [all_inputs -no_clocks]
set_input_delay [expr $clk_period * $clk_io_pct] -clock clk0 $non_clock_inputs
set_output_delay [expr $clk_period * $clk_io_pct] -clock clk0 [all_outputs]
==> run_results.csv <==
group,metric,value,unit
run_status,outcome,"finished, final reports clean",
cells_and_area,drive_gt1_share,8.772,%
placement,gp_congestion,0.7569,
yosys,topCellsByArea,"ha_1 40%, inv_1 12%, o32ai_2 6.5%",
global_route,grt_pass1_vias,321,
placement,dpl_worst_slack,79.30,ps
floorplanning,row_count,21,
critical_path,path_delay_family,"buffers and inverters",
critical_path,cp.required,2640,ps
global_route,grt_start_max_net_pins,6,
hold_path,hp-class,"in2out",
yosys,ys_cells,35,
floorplanning,fp-utilization,7.289,%
sta,hold_slack,2262,ps
sta,tightest_slew,231.6,ps
placement,place_inst,103,
critical_path,critPathLaunch,"A[3]",
critical_path,crit_path_max_fanout,2,
sta,hold_viol,0,
sta,min_period_over_period,95.68,%
critical_path,arrival,2500,ps
global_route,grt-ovfl-total,0,
hold_path,min_from,"e",
flow_run,maxCapViolations,0,
drt,avgRoutedWirePerCell,9.524,microns
yosys,synth_cell_types,14,
yosys,synthTopCellsByCount,"8 x ha_1, 8 x inv_1, 3 x a21oi_1, 3 x nor2_1",
critical_path,critPathBufInv,2,
critical_path,start_kind,"input port",
floorplanning,io_pins,22,
flow_run,log.warning_count,32,
drt,wl,981,microns
yosys,ys_seq_share,0,%
sta,setup_violations,0,
floorplanning,fp.coreArea,3416,sq um
critical_path,path_class,"in2out",
global_route,grt_util_all_layers,2.817,%
drt,diodes,0,
clocking,post_cts_buffers,0,
yosys,synth_top_cell_by_area,"ha_1",
cells_and_area,n_clock_buffer,0,
yosys,yosysWarnings,0,
cells_and_area,regArea,0,sq um
critical_path,crit_chain,"clkdlybuf4s50_1 -> ha_4 -> nor3_2 -> nor2_1 -> o32ai_2 -> or2_1 -> clkdlybuf4s50_1",
critical_path,slowest_stage,"clkdlybuf4s50_1",
yosys,synth_area,249.0,sq um
floorplanning,dieArea,6400,sq um
sta,max_slew_margin,84.56,%
critical_path,critPathMaxStageDelay,510,ps
drt,ant_nets,0,
placement,portBuffers,22,
critical_path,endpoint_kind,"output pin",
pwr,powerDensity,123.9,nW/um^2
hold_path,min_path_cells,4,
sta,period_needed,3158,ps
yosys,syn_avg_cell_area,7.114,sq um
cells_and_area,postLayoutCellArea,555.5,sq um
sta,slew_viol_final,0,
sta,fin_ws,142.4,ps
drt,drtPass1Iterations,4,
global_route,antenna_found_initial,0,
critical_path,cp.depth,7,
pwr,leakage,0.2232,nW
drt,viasPerCell,2.951,
yosys,yosysChipArea,249.0,sq um
placement,postPlaceCellArea,526.8,sq um
cells_and_area,ff_count,0,
floorplanning,die_width,80,microns
sta,setup_tns,0,ps
yosys,netlist_instances,35,
cells_and_area,area_growth,123.1,%
drt,num_vias,304,
sta,rsz0062_at_grt,"false",
sta,fmax,0.3167,GHz
drt,drc_errors,0,
drt,drt_iter0_drc,5,
yosys,top_cell_area_share,40.20,%
floorplanning,dieHeight,80,microns
pwr,peakVddDrop,49.53,uV
critical_path,cp_common_cell,"clkdlybuf4s50_1",
cells_and_area,final_cells,103,
global_route,grt_pass1_wl,1469,microns
==> cells by family after synthesis <==
kind of cell,after synthesis,share of synthesized area (%)
and+or+nand+nor,12,27.13
buffers and inverters,8,12.06
AOI/OAI and AO/OA,7,20.60
adders and majority gates,8,40.20
==> per-stage QoR <==
stage | utilization [%] | total power (W)
2_1_floorplan | - | 0.00002702
3_3_place_gp | 15.42 | 0.00006236
3_5_place_dp | 15.42 | 0.00006303
4_1_cts | 15.42 | 0.00006350
5_1_grt | 16.26 | 0.00007593
6_report | 16.26 | 0.00006884
==> per-layer routing <==
layer / share of wire (%) / global-route usage, % / routed length (microns) / up-vias
li1: - / - / - / 167
met1: 47 / 3.626 / 458 / 123
met2: 44 / 4.815 / 430 / 14
met3: 9.4 / 0.7955 / 92 / 0
met4: 0 / 0 / 0 / 0
met5: 0 / 0 / 0 / -
==> where the power goes <==
group	internal [W]	switching, W
clock	0	0
combinational	0.0000444	0.0000245
sequential	0	0
total	0.0000444	0.0000245
==> final timing paths <==
| kind | to | slack (ps) |
|---|---|---|
| worst max-delay path | lt | 140 |
| worst min-delay path | eq | 2260 |
==> area by class of cell <==
type / count / area, sq um
fillers: 408 / 2860
inverters: 8 / 30.03
multi-input cells: 27 / 247.7
well taps: 46 / 57.56
repair buffers: 22 / 220.2
==> placed cells by master, fill, tap and decap left out, drive strengths merged, types with 2 or more instances in the layout <==
cell type | Yosys | layout
inv | 8 | 8
a21oi | 3 | 3
nor2 | 3 | 3
or2 | 2 | 2
nand4 | 2 | 2
clkdlybuf4s50 | 0 | 22
nand2 | 2 | 2
ha | 8 | 8
==> repair_timing <==
action,in CTS,in global routing
setup endpoints to repair,0,2
endpoints found under the hold margin,0,0
gates resized,0,4
hold buffers,0,0
No activity file was given, so power comes from the tool's default toggle rates.
