[design/flow/run.sh]
#!/bin/bash
# OpenROAD 26Q1-2900-gdf79404cd8, Yosys 0.63+post, stock flow scripts
make -C /OpenROAD-flow-scripts/flow DESIGN_CONFIG=/design/flow/config.mk WORK_HOME=/design/flow/orfs finish
[design/flow/config.mk]
export PLATFORM = sky130hd
export DESIGN_NAME = adder_4bits
export DESIGN_NICKNAME = adder_4bits
export VERILOG_FILES = /design/flow/design.v
export SDC_FILE = /design/flow/constraint.sdc
export NUM_CORES = 4
export LEC_CHECK = 1
export CORE_AREA = 10 10 70 70
export DIE_AREA = 0 0 80 80
[design/flow/constraint.sdc]
current_design adder_4bits

set clk_period 2.9
set clk_io_pct 0.2

create_clock -name clk0 -period $clk_period

set non_clock_inputs [all_inputs -no_clocks]
set_input_delay [expr $clk_period * $clk_io_pct] -clock clk0 $non_clock_inputs
set_output_delay [expr $clk_period * $clk_io_pct] -clock clk0 [all_outputs]
[design/flow/design.v]
`timescale 1ns / 1ps
module adder_2bits(
	input Cin,
	input A,
	input B,
	input select,
	output Sum,
	output Cout
    );
	wire b_result;
	xor #(10) import_select (b_result, B, select);
	full_adder
		add_2_bit (Cin, A, b_result, Sum, Cout);
endmodule
`timescale 1ns / 1ps
module adder_4bits(
	input [3:0] A,
	input [3:0] B,
	input select,
	output [3:0] sum,
	output carry_out
    );
	wire co0, co1, co2;
	 adder_2bits
			bits_0 (select, A[0], B[0], select, sum[0], co0),
			bits_1 (co0, A[1], B[1], select, sum[1], co1),
			bits_2 (co1, A[2], B[2], select, sum[2], co2),
			bits_3 (co2, A[3], B[3], select, sum[3], carry_out);
endmodule
`timescale 1ns / 1ps
module full_adder(
	input Cin,
	input A,
	input B,
	output S,
	output Cout
    );
	wire ABsum;
	xor #(10)
		sumation(ABsum, A, B),
		sum_result(S, ABsum, Cin);
	wire ABand, Cresult;
	and #(5)
		ab (ABand, A, B),
		cinresult (Cresult, ABsum, Cin);
	or #(5) coutresult (Cout, ABand, Cresult);
endmodule
==> flow_summary.ini <==
; yosys + openroad results
[run]
cap_viol_max_count = 0
warning_count = 32

[logic_synthesis]
synthTopCellsByArea = fa_1 (39%), buf_4 (20%), inv_1 (12%), xnor2_1 (11%), xor2_1 (11%)
synth-compound-area-share_pct = 0
syn-cell-area_um2 = 154
top_cells_by_count = inv_1 (5), buf_4 (4), fa_1 (3)
synthCells = 17
ys_sh_xor_pct = 22.8
synth.distinct_cells = 6
syn_area_per_cell_um2 = 9.05
yosys.stat.seqShare_pct = 0
ys_sh_simple_pct = 0
ys_cells = 17
top_logic_kind = adder cells
ys_warn_count = 0
yosysMostFrequentCell = inv_1
synth.mux.area_fraction_pct = 6.50
yosys.area.top_type = fa_1
synth_top_area_share_pct = 39.0
fa_ha_area_share_pct = 39.0
yosysChipArea_um2 = 154

[timing]
period_used_pct = 98.4
hold_viol = 0
slew_violations = 0
min_period_ns = 2.85
grt_setup_unrepaired = no
relSlewSlack_pct = 86.0
fin_tns_setup_ns = 0
max_freq_mhz = 350
setup_slack_ns = 0.0469
setup_viol = 0
tightestPinTransition_ns = 0.208

[placement]
dp_cells = 75
place_hpwl_um = 505
io_buffer_count = 14
place_area_um2 = 337
dpl_worst_slack_ns = -0.664
globalplace.congestion = 0.680

[die]
chip_area_um2 = 6400
die_w_um = 80
fp.coreArea_um2 = 3420
rows = 21
ios = 14
die_height_um = 80
fp-utilization_pct = 4.51

[layout]
area_delta_synth_final_pct = 115
fill_cells = 419
flop-count = 0
drive_above_1_share_pct = 31.0
stdcell_area_um2 = 330
regArea_um2 = 0
clkbuf_count = 0
fin_cells = 75

[routing]
first_iter_violations = 0
drt_wl_total_um = 521
firstDrtPassIters = 1
wl_per_cell_um = 6.95
n_antenna_cell = 0
drc = 0
num_vias = 137
ant_nets = 0
viasPerCell = 1.83

[cts]
ctsHoldBuffers = 0

[worst_setup_path]
worst_setup_path_end_kind = primary output
crit_path_start_kind = primary input
critPathArrivalTime_ns = 2.27
required_ns = 2.32
critPathKind = in -> out
cp_max_fo = 2

[power]
power_density_nw_per_um2 = 180
leakage_nw = 0.140
power.ir.vdd_worst_uv = 56.9
power_mw = 0.0593

[grt]
antenna_found_initial = 0
grt_max_degree = 4
track_usage_pct = 1.51
grt_pass1_vias = 146
grt_pass1_wl_um = 731
grt-ovfl-total = 0

[run_status]
status = finished, final reports clean

[min_path]
hp-class = in -> out
path summary, 6_finish.rpt:
kind                  start      to  slack [ns]  cells past startpoint
worst max-delay path   B[0]  sum[3]        0.05                      7
worst min-delay path   A[0]  sum[0]        1.86                      3
cells by family after synthesis:
family	after synthesis
buffers and inverters	9
xor gates and xnor gates	4
muxes	1
adders and majority gates	3
final cells by class:
cell class | count | area (µm²) | share of cell area (%)
Multi-Input combinational cell | 8 | 118 | 35.6
Inverter | 5 | 18.8 | 5.68
Tap cell | 46 | 57.6 | 17.4
Timing Repair Buffer | 16 | 136 | 41.3
cells in the final DEF (no fill, tap or decap):
master | netlist | layout
xnor2_1 | 2 | 1
buf_2 | 0 | 2
fa_2 | 0 | 2
fa_1 | 3 | 1
inv_1 | 5 | 4
xor2_1 | 2 | 2
buf_4 | 4 | 2
clkdlybuf4s50_1 | 0 | 6
inv_2 | 0 | 1
clkdlybuf4s15_1 | 0 | 2
mux2i_1 | 1 | 1
dlygate4sd2_1 | 0 | 3
xnor2_2 | 0 | 1
clkbuf_2 | 0 | 1
per-layer routing:
metal | global-route usage [%] | wire length (µm) | up-vias
met1 | 2.66 | 313 | 57
met3 | 1.25 | 109 | 0
met2 | 1.12 | 97 | 13
met5 | 0 | 0 | -
met4 | 0 | 0 | 0
li1 | - | - | 67
through the flow:
stage,hold slack [ns],utilization (%)
2_1_floorplan,1.27,-
3_3_place_gp,2.14,9.85
3_5_place_dp,2.15,9.85
4_1_cts,1.88,9.89
5_1_grt,1.89,9.67
6_report,1.86,9.67
worst max-delay path, cell delays in order:
cell             delay, ns
clkdlybuf4s15_1       0.20
mux2i_1               0.14
fa_2                  0.36
fa_2                  0.39
inv_2                 0.06
fa_1                  0.40
buf_2                 0.14
power breakdown:
group          total, mW  leakage, nW  switching [mW]  internal [mW]
registers              0            0               0              0
clock network          0            0               0              0
logic             0.0593        0.140          0.0220         0.0373
repair_timing:
action / CTS / global route
resized: 17 / 5
buffers inserted: 0 / 0
setup endpoints to repair: 3 / 1
pin swaps: 2 / 3
Power is estimated from default activity; no workload was simulated.
